===== /design/flow/design.v =====
module axi_lite_slave #(
    parameter ADDR_WIDTH = 32,
    parameter DATA_WIDTH = 32
)(
    input wire [ADDR_WIDTH-1:0] AW_ADDR,
    input wire                  AW_VALID,
    output reg                  AW_READY,
    input wire [DATA_WIDTH-1:0] W_DATA,
    input wire [DATA_WIDTH/8-1:0] W_STRB,  
    input wire                  W_VALID,
    output reg                  W_READY,
    output reg [1:0] B_RESP,
    output reg       B_VALID,
    input wire       B_READY,
    input wire [ADDR_WIDTH-1:0] AR_ADDR,
    input wire                  AR_VALID,
    output reg                  AR_READY,
    output reg [DATA_WIDTH-1:0] R_DATA,
    output reg [1:0]            R_RESP,
    output reg                  R_VALID,
    input wire                  R_READY,
    input wire A_CLK,
    input wire A_RESET_n 
);
    reg [ADDR_WIDTH-1:0] reg_file [0:3];
    wire [1:0] addr_idx;
    assign addr_idx = (AW_VALID) ? AW_ADDR[3:2] : AR_ADDR[3:2];
    always @(posedge A_CLK) begin
        if (!A_RESET_n) begin  
            AW_READY <= 0; W_READY <= 0; B_VALID <= 0; B_RESP <= 2'b00;
        end else begin
            AW_READY <= (!AW_READY && AW_VALID) ? 1'b1 : 1'b0;
            W_READY <= (!W_READY && W_VALID) ? 1'b1 : 1'b0;
            if (AW_READY && AW_VALID && W_READY && W_VALID) begin
                if (AW_ADDR[5:2] < 4) begin
                    if (W_STRB[0]) reg_file[addr_idx][7:0] <= W_DATA[7:0];
                    if (W_STRB[1]) reg_file[addr_idx][15:8] <= W_DATA[15:8];
                    if (W_STRB[2]) reg_file[addr_idx][23:16] <= W_DATA[23:16];
                    if (W_STRB[3]) reg_file[addr_idx][31:24] <= W_DATA[31:24];
                    B_RESP <= 2'b00;  
                end else begin
                    B_RESP <= 2'b10;  
                end
                B_VALID <= 1'b1;
            end else if (B_VALID && B_READY) begin
                B_VALID <= 1'b0;
            end
        end
    end
    always @(posedge A_CLK) begin
        if (!A_RESET_n) begin
            AR_READY <= 0; R_VALID <= 0; R_RESP <= 2'b00; R_DATA <= 0;
        end else begin
            AR_READY <= (!AR_READY && AR_VALID) ? 1'b1 : 1'b0;
            if (AR_READY && AR_VALID) begin
                if (AR_ADDR[5:2] < 4) begin
                    R_DATA <= reg_file[addr_idx];
                    R_RESP <= 2'b00;  
                end else begin
                    R_DATA <= 32'hDEADFEED;  
                    R_RESP <= 2'b10;  
                end
                R_VALID <= 1'b1;
            end else if (R_VALID && R_READY) begin
                R_VALID <= 1'b0;
            end
        end
    end
endmodule

===== /design/flow/run.sh =====
#!/bin/bash
# OpenROAD 26Q1-2900-gdf79404cd8, Yosys 0.63+post, stock flow scripts
make -C /OpenROAD-flow-scripts/flow DESIGN_CONFIG=/design/flow/config.mk WORK_HOME=/design/flow/orfs finish

===== /design/flow/constraint.sdc =====
current_design axi_lite_slave

set clk_period 3.5
set clk_io_pct 0.2

create_clock -name clk0 -period $clk_period [get_ports {A_CLK}]

set non_clock_inputs [all_inputs -no_clocks]
set_input_delay [expr $clk_period * $clk_io_pct] -clock clk0 $non_clock_inputs
set_output_delay [expr $clk_period * $clk_io_pct] -clock clk0 [all_outputs]

===== /design/flow/config.mk =====
export PLATFORM = sky130hd
export DESIGN_NAME = axi_lite_slave
export DESIGN_NICKNAME = axi_lite_slave
export VERILOG_FILES = /design/flow/design.v
export SDC_FILE = /design/flow/constraint.sdc
export NUM_CORES = 4
export LEC_CHECK = 1
export CORE_UTILIZATION = 40

==> Changelog: implementation <==
### Physical design

* Hold buffers post-CTS at 0
* DR iter-0 viols at around 280
* RSZ-0062 raised after global routing: no
* Worst vdd ir at 332 µV
* Worst-path clk slew at roughly 60 ps
* Placer congestion estimate at 0.775
* Init Core Util at 0.407
* EDFF count, synth at roughly 130
* Startpoint types: primary input
* Clock network latency to the later pin of the worst-skew pair at between 400 and 500 ps
* FF/Latch Area at roughly 4600 µm²
* Vias per Instance at between 5 and 6
* Max-Slew Margin vs Limit at 0.619
* DP Worst Slack at about 460 ps
* CTS tree: built
* Max Root-Sink Buffers at 2
* Yosys stat chip area at ~6200 µm²
* Synth-to-Final Area Change at 28.8%
* Initial antenna violation count at 0
* Final WL at ~14 mm
* Filler cells at approximately 1200
* Post-CTS setup buffers at 0
* Port bufs at roughly 89
* Pint at between 3 and 4 mW
* Fin crit period at ~2600 ps
* N_diodes at 0
* First-pass DRT Iterations at 4
* Largest net degree at the start of global routing at 25
* Flop and latch count out of synthesis at roughly 170
* I/O Pins at around 150
* Sequential Power Share at 0.521
* Slew Viols, Final at 0
* Die width at ~130 µm
* Cell Area, Synth at just over 6000 µm²
* Via count at 3769
* Clock sink count at between 150 and 200
* Status: finished clean
* Fin. Hold Viols at 0
* Hold Slack at ~450 ps
* Critical Path AT at 2730 ps
* Final setup viols at 0
* Die y size at 126 µm
* Sw Share at 0.198
* Post_cts resized at 0
* Min-delay worst type: reg2reg
* P per Cell Area at roughly 520 nW/µm²
* First-pass GRT wire length at 20.8 mm
* Total GRT Usage at 0.191
* Share of cells above drive strength 1 at 0.159
* Clk pwr share at 0.416
* Root buf cell: clkbuf_16
* Final core utilization at 0.525
* Achievable Freq at 384 MHz
* Total grt overflow at 0
* Die ar. at 15900 µm²
* Total CTS buffers at 17
* Wirelength per Cell at roughly 19 µm
* Syn. warnings at 1
* Setup TNS at 0 ps
* Register share after synthesis at 0.750
* Row Count at around 45
* WP data required at ~3600 ps
* Dominant register cell: edfxtp_1
* Unique cell types at 32
* Worst setup path class: in2reg
* Syn Area/Cell at 15.4 µm²
* Slew @ Worst Pin at ~570 ps
* Gate Area at roughly 1400 µm²
* Number of global-route vias before repair at between 3000 and 4000
* Core Footprint at around 15000 µm²
* Post-DRT Antenna Nets at 0
* Yosys Instances at approximately 400
* H-tree Lvls at 4
* Switch Pwr at 0.823 mW
* Worst clock skew at 8.11 ps
* Flop2flop setup slack at 1540 ps
* Crit path max fanout at 14
* Cycle use final at 0.744
* Post-synth ARST share at 0
* Max Cap Viol at 0
* DP Wirelength at 8.75 mm
* Drc violations at 0
* Synth Instances at 400
* Leakage power at 2.72 nW
* Combinational Power Share at 0.063
* Setup ws final at 897 ps
* Tool Warnings at just over 80
* Nature of the critical path endpoint: register
==> critical path: stages <==
cell and delay [ps]:
clkdlybuf4s50_1 660, nand4_1 190, or3_1 550, nand2b_1 290
nor2_1 130, buf_4 190
==> state kept, by name, summed over array words and instances, names as in the netlist <==
signal	flops
R_VALID	1
W_READY	1
B_VALID	1
B_RESP	1
R_RESP	1
R_DATA	32
AR_READY	1
reg_file	128
AW_READY	1
==> synth_stat cells (3+ instances only) <==
cell	instances	share of area
edfxtp_1	128	0.62
dfxtp_1	39	0.13
nand2_1	33	0.020
o21ai_0	33	0.027
a22oi_1	24	0.029
a31oi_1	24	0.024
mux2_2	23	0.042
mux2i_1	17	0.028
clkbuf_1	12	0.0073
nor3_1	9	0.0073
a2bb2oi_1	8	0.011
nor2_1	8	0.0049
nand2b_1	5	0.0051
buf_2	4	0.0032
buf_4	4	0.0049
nor3b_1	4	0.0049
buf_6	3	0.0055
mux2_4	3	0.0073
nand4_1	3	0.0030
==> metal layers <==
metal  up-vias  GRT usage  wire length [µm]
met3        14      0.111              1510
met1      1802      0.249              5080
met2       185      0.296              6720
li1       1768          -                 -
met5         -          0                 0
met4         0     0.0283               210
==> final timing paths <==
kind / from / end / depth (start not counted)
setup / recovery: AW_VALID / reg_file[3][19] / 6
hold / removal: W_READY / W_READY / 1
setup reg to reg: W_READY / reg_file[3][19] / 5
hold reg to reg: W_READY / W_READY / 1
==> cells in the final DEF (no fill, tap or decap), types with 2 or more instances in the layout <==
| master | instances |
|---|---|
| o21ai_1 | 2 |
| a2bb2oi_1 | 8 |
| nand2_1 | 33 |
| clkbuf_16 | 17 |
| clkdlybuf4s50_1 | 89 |
| nor3b_1 | 4 |
| mux2_2 | 23 |
| and2_1 | 2 |
| mux2_4 | 3 |
| nor3_1 | 8 |
| a21boi_0 | 2 |
| a22oi_1 | 24 |
| nor2_1 | 8 |
| clkinv_1 | 2 |
| nand4_1 | 3 |
| edfxtp_1 | 128 |
| bufinv_16 | 2 |
| conb_1 | 2 |
| clkinvlp_4 | 2 |
| o21ai_0 | 32 |
| mux2i_1 | 17 |
| nand2b_1 | 5 |
| buf_4 | 29 |
| dfxtp_1 | 39 |
| clkbuf_1 | 4 |
| and2_0 | 2 |
| a31oi_1 | 24 |
| clkinv_2 | 5 |
==> logic make-up (layout without fill, tap and decap cells) <==
family,count (synthesis),in the layout,share of synthesized area
simple gates,72,72,0.0556
buf+inv,24,151,0.0215
flops,167,167,0.750
compound gates,93,93,0.0959
other cells,1,2,0.000608
mux,43,43,0.0769
==> power groups by stage <==
stage | registers [mW] | clock network [mW] | logic [mW]
CTS | 2.16 | 1.76 | 0.265
global route | 2.16 | 1.83 | 0.286
finish | 2.16 | 1.72 | 0.263
==> layout make-up <==
| cell class | count | share of cell area |
|---|---|---|
| sequential | 167 | 0.582 |
| clock inverter | 11 | 0.0135 |
| multi-input combinational | 210 | 0.180 |
| tap | 188 | 0.0296 |
| clock buffer | 21 | 0.0554 |
| inverter | 1 | 0.000472 |
| timing repair buffer | 118 | 0.139 |
==> per-stage QoR <==
step | instances | power (mW) | cell area, µm²
finish | 716 | 4.15 | 7950
floorplan | 401 | 2.31 | 6170
detailed placement | 684 | 2.47 | 7400
global route | 716 | 4.28 | 7950
global placement | 684 | 2.46 | 7400
CTS | 716 | 4.19 | 7950
Power is estimated from default activity; no workload was simulated.
